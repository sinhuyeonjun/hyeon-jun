## design/flow/config.mk

```make
export PLATFORM = sky130hd
export DESIGN_NAME = mealy
export DESIGN_NICKNAME = mealy
export VERILOG_FILES = /design/flow/design.v
export SDC_FILE = /design/flow/constraint.sdc
export NUM_CORES = 4
export LEC_CHECK = 1
export CORE_AREA = 10 10 70 70
export DIE_AREA = 0 0 80 80
```

## design/flow/constraint.sdc

```tcl
current_design mealy

set clk_period 1.1
set clk_io_pct 0.2

create_clock -name clk0 -period $clk_period [get_ports {clk}]

set non_clock_inputs [all_inputs -no_clocks]
set_input_delay [expr $clk_period * $clk_io_pct] -clock clk0 $non_clock_inputs
set_output_delay [expr $clk_period * $clk_io_pct] -clock clk0 [all_outputs]
```

## design/flow/design.v

```verilog
module mealy(
  clk,
  n_rst,
  din,
  dout
);
input clk;
input n_rst;
input din;
output reg dout;
parameter s0 = 3'h0,
          s1 = 3'h1,
          s2 = 3'h2,
          s3 = 3'h3,
          s4 = 3'h4;
reg [2:0] c_state;
reg [2:0] n_state;
always@(posedge clk or negedge n_rst)
begin
  if(!n_rst)
    c_state <= s0;
  else
    c_state <= n_state;
end
always@(c_state or din)
case(c_state)
  s0 : begin
    n_state = (din == 0)? s1 : s3;
    dout = 1'b0;
  end
  s1 : begin 
    n_state = (din == 0)? s4 : s2;
    dout = 1'b0;
  end
  s2 : begin 
    n_state = (din == 0)? s0 : s0;
    dout = (din == 0)? 1'b0 : 1'b1;  
  end
  s3 : begin 
    n_state = (din == 0)? s4 : s4;
    dout = 1'b0;
  end
  s4 : begin 
    n_state = (din == 0)? s0 : s0;
    dout = 1'b0;
  end
  default begin 
    n_state = s0;
    dout = 1'b0;
  end
endcase 
endmodule
```

## design/flow/run.sh

```bash
#!/bin/bash
# OpenROAD 26Q1-2900-gdf79404cd8, Yosys 0.63+post, stock flow scripts
make -C /OpenROAD-flow-scripts/flow DESIGN_CONFIG=/design/flow/config.mk WORK_HOME=/design/flow/orfs finish
```

==> out/metrics.cfg <==
[worst_setup_path]
setup.worst_path.start_class=flop
crit_fanout=2
worstPathRequired_ns=0.88
worstRegToRegCells=1
crit-reg2reg-launch=c_state[0]
reg2reg_setup_slack_ns=0.39
setup.worst_path.class=reg2out
worstPathArrival_ns=0.86
timing.rr.end=c_state[3]
kind_of_end_point_of_the_critical_path=primary output

[synthesis]
yosys-stat-cells=12
synth_seq_share_pct=73.2
ys_seq_elements=5
syn_area_um2=173
synth.largest_area_cell=sky130_fd_sc_hd__dfrtp_1
dominant_cell_by_count_in_the_synthesized_netlist=sky130_fd_sc_hd__dfrtp_1
post_synthesis_average_cell_area_um2=14.4
yosys_area_um2=173
number_of_cells_produced_by_synthesis=12
synth-async-reset-ratio_pct=100
yosys-top-cells-count=sky130_fd_sc_hd__dfrtp_1 (4), sky130_fd_sc_hd__and2_2 (3)
post_synth_main_area_contributors=sky130_fd_sc_hd__dfrtp_1 (58%), sky130_fd_sc_hd__dfstp_2 (15%), sky130_fd_sc_hd__and2_2 (13%)
synth-edff-count=0
area_share_of_the_largest_cell_type_after_synthesis_pct=58.0
yosys_warnings=1
synth_top_flop_cell=sky130_fd_sc_hd__dfrtp_1
synth_cell_type_count=7

[placed_design]
postPlaceCellArea_um2=260
placement.io_buffers=3
post-place-ws_ns=-0.484
place_congestion=0.631
placed_cell_count=61

[layout]
largestRegisters=c_state: 5 flops
largest_reg_flops=5
layout_stage_area_growth_over_the_synthesis_result_pct=68.1
share_of_layout_cells_above_drive_strength_1_pct=42.1
layout.cell_area.non_filler_um2=290
layout.cells.non_filler=66
largest-register=c_state

[min_path]
hp-class=in2async

[floorplan]
dieWidth_um=80
core_um2=3420
fp.dieArea_um2=6400
placement_row_count=21
fp_util_pct=5.05
io-pin-count=4
die_h_um=80

[routing]
drt-initial-drc-count=3
vias_per_cell=1.59
vias=105
detail-route-antenna-nets=0
detail_route.wirelength_um=326
drt-wirelength-per-cell_um=4.94
drt_pass1_iterations=2
remaining_drc_errors=0

[final_timing]
max_freq_ghz=0.927
layout_worst_path_cycle_share_pct=98.0
skew_ns=0.00586
timing_hold_violations_final=0
fin_tns_setup_ns=0
fin_crit_ns=1.08
grt_setup_unrepaired=true
worst_pin_slew_ns=0.226
maxSlewHeadroom_pct=84.9
timing.final.max_slew_violations=0
finalSetupViolations=0
holdWs_ns=0.198
fin_ws_ns=0.0218

[power_and_ir_drop]
irDropWorstVdd_mv=0.255
power.static_leakage_uw=0.000132
power.density_nw_per_um2=1390

[global_routing]
grt_use_total_pct=1.30
grt_pass1_wl_um=545
grt_antenna_before_repair=1
via_count_of_the_first_global_routing_pass=126
grt_max_degree=6
global_route.overflow_total=0

[cts]
clock_insertion_delay_worst_skew_ns=0.24
cts_root_buffer=sky130_fd_sc_hd__clkbuf_4
cts_tree=done
cts_max_path_buffers=2
postCtsSetupBuffers=0
cts-buffers-inserted=3
cts_max_level=1
path_clk_slew_ns=0.04
clock_sinks=5

[status]
outcome=finished clean

[flow_run]
tool_warnings=26
cap_viol_max_count=0

==> power breakdown <==
| group | switching [µW] | total, µW | internal, µW |
|---|---|---|---|
| sequential | 0 | 185 | 185 |
| clock | 71.9 | 209 | 137 |
| combinational | 5.84 | 11.2 | 5.32 |
==> critical path, stage by stage, from the launching register on <==
cell and delay (ns):
sky130_fd_sc_hd__dfrtp_1 0.36, sky130_fd_sc_hd__and2_4 0.15, sky130_fd_sc_hd__buf_6 0.10
==> worst max path at each step <==
stage / from / to / slack, ns / depth (start not counted)
after CTS: c_state[2] / dout / 0.009 / 2
after global routing: c_state[2] / dout / -0.03 / 2
final: c_state[2] / dout / 0.02 / 2
==> area by class of cell <==
type	count	area [µm²]
fillers	405	3130
diodes	1	2.50
flip-flops and latches	5	126
clock buffers	4	26.3
inverters	1	3.75
repair buffers	3	30.0
well taps	46	57.6
multi-input cells	6	43.8
==> cells in the final DEF, fill, tap and decap left out <==
| master | instances |
|---|---|
| sky130_fd_sc_hd__a21o_1 | 1 |
| sky130_fd_sc_hd__dlygate4sd2_1 | 1 |
| sky130_fd_sc_hd__clkbuf_1 | 1 |
| sky130_fd_sc_hd__and2_2 | 2 |
| sky130_fd_sc_hd__or2_1 | 1 |
| sky130_fd_sc_hd__clkdlybuf4s50_1 | 1 |
| sky130_fd_sc_hd__clkbuf_4 | 3 |
| sky130_fd_sc_hd__diode_2 | 1 |
| sky130_fd_sc_hd__dfrtp_1 | 4 |
| sky130_fd_sc_hd__buf_6 | 1 |
| sky130_fd_sc_hd__dfstp_2 | 1 |
| sky130_fd_sc_hd__and2_4 | 1 |
| sky130_fd_sc_hd__nor2b_1 | 1 |
| sky130_fd_sc_hd__inv_1 | 1 |
==> logic make-up (layout without fill, tap and decap cells) <==
logic type | count (synthesis) | in the layout | share of synthesized area [%]
DFF | 5 | 5 | 73.2
other | 0 | 1 | 0
and+or+nand+nor | 5 | 5 | 20.3
AOI/OAI and AO/OA | 1 | 1 | 4.35
buffers and inverters | 1 | 8 | 2.17
==> per-stage QoR <==
stage / total power (µW) / util [%]
after floorplan: 188 / -
after global placement: 199 / 7.62
after detailed placement: 200 / 7.62
after CTS: 415 / 8.24
after global routing: 442 / 8.50
final: 405 / 8.50
==> routing by layer <==
| layer | global-route usage [%] | routed length [µm] |
|---|---|---|
| met5 | 0 | 0 |
| met4 | 0.528 | 0 |
| met3 | 2.84 | 124 |
| met2 | 0.963 | 76 |
| met1 | 1.07 | 125 |
==> timing repair <==
action / CTS / global route
gates resized: 5 / 1
hold buffers: 0 / 0
endpoints found under the setup margin: 1 / 1
cloned: 0 / 0
Power is estimated from default activity; no workload was simulated.

===== ./run.sh =====
#!/bin/bash
# OpenROAD 26Q1-2900-gdf79404cd8, Yosys 0.63+post, stock flow scripts
make -C /OpenROAD-flow-scripts/flow DESIGN_CONFIG=/design/flow/config.mk WORK_HOME=/design/flow/orfs finish

===== ./config.mk =====
export PLATFORM = sky130hd
export DESIGN_NAME = decoder
export DESIGN_NICKNAME = decoder
export VERILOG_FILES = /design/flow/design.v
export SDC_FILE = /design/flow/constraint.sdc
export NUM_CORES = 4
export LEC_CHECK = 1
export CORE_AREA = 10 10 70 70
export DIE_AREA = 0 0 80 80

===== ./design.v =====
module decoder(
  in,
  out
);
input [2:0] in;
output reg [7:0] out;
always@(*)
  begin
  if(in == 3'b000)
    out = 8'b1000_0000;
  else if(in == 3'b001)
    out = 8'b0100_0000;
  else if(in == 3'b010)
    out = 8'b0010_0000;
  else if(in == 3'b011)
    out = 8'b0001_0000;
  else if(in == 3'b100)
    out = 8'b0000_1000;
  else if(in == 3'b101)
    out = 8'b0000_0100;
  else if(in == 3'b110)
    out = 8'b0000_0010;
  else if(in == 3'b111)
    out = 8'b0000_0001;
  end
endmodule

===== ./constraint.sdc =====
current_design decoder

set clk_period 1.0
set clk_io_pct 0.2

create_clock -name clk0 -period $clk_period

set non_clock_inputs [all_inputs -no_clocks]
set_input_delay [expr $clk_period * $clk_io_pct] -clock clk0 $non_clock_inputs
set_output_delay [expr $clk_period * $clk_io_pct] -clock clk0 [all_outputs]

==> results.toml <==
# physical design summary
[setup_path]
worstPathRequired_ps = 800
endpoint = "out[2]"
worst-endpoint-arrival_ps = 930
cp-startpoint = "in[1]"
worst-path-max-fanout = 8
worstSetupEndpointType = "output port"
worst_setup_path_category = "input port to output port"
start_kind = "input port"

[grt]
vias_in_the_first_global_route = 191
grt-busiest-layer = "met1"
grt_overflow = 0
use_met1_pct = 2.52
pin_count_of_the_biggest_net_entering_global_routing = 9
number_of_antenna_violations_at_the_first_check_in_global_routing = 0
grt_first_pass_wirelength_um = 834
grtUsageMet3_pct = 1.36
grt_util_met2_pct = 1.28
gr_usage_total_pct = 1.53

[place]
globalplace.congestion = 0.656
portBuffers = 11

[power_and_ir_drop]
comb_power_share_pct = 74.5
net_load_switching_power_mw = 0.0238
max-vdd-ir-drop_uv = 131
switching_share_pct = 28.3
static-leakage-power_nw = 0.193
cell_internal_pwr_mw = 0.0602
power.clock.fraction_pct = 0
pwr-share-seq_pct = 25.5
power_per_cell_area_nw_per_um2 = 212

[final_layout]
n_fill_cell = 401
final_core_utilization_pct = 11.6
register_area_um2 = 120
largest_register_ffs = 8
final-comb-area_um2 = 119
post_route_cells_drive_above_1_share_pct = 54.3
layout-area-overhead-vs-synth_pct = 110

[floorplan]
core_um2 = 3420
initial_core_util_pct = 5.53
die.size.x_um = 80
die_height_um = 80
placement_rows = 21
top_level_ports = 11
fp.dieArea_um2 = 6400

[flow_run]
warnings = 34
cap_violations = 0

[synth]
synthFlopType = "sky130_fd_sc_hd__dlxtn_1"
synth.ff_latch_count = 8
netlist_instances = 17
yosys.stat.chipArea_um2 = 189
avgSynthCellArea_um2 = 11.1
ranking_of_synthesized_cells_by_instance_count = "8 x sky130_fd_sc_hd__dlxtn_1, 3 x sky130_fd_sc_hd__and3b_2, 3 x sky130_fd_sc_hd__nor3b_1"
enable_flop_cells = 0
max_area_cell_share_pct = 63.6
synth-cells-yosys = 17
top_area_cell = "sky130_fd_sc_hd__dlxtn_1"
synth_async_sr_flop_share_pct = 0
synth.distinct_cells = 6
post-synth-top-count-cell = "sky130_fd_sc_hd__dlxtn_1"
synth_warnings = 1
post_synth_main_area_contributors = "sky130_fd_sc_hd__dlxtn_1 64%, sky130_fd_sc_hd__and3b_2 16%, sky130_fd_sc_hd__nor3b_1 12%"
synth_cell_area_um2 = 189

[routing]
num_antenna_cells = 0
postRouteWirelength_um = 489
drt_iter0_drc = 2
route.antenna.remaining_nets = 0
drtPass1Iterations = 2
route.detailed.wl_per_inst_um = 6.04
viasPerCell = 1.88
overall_via_count_from_detail_route = 152
remaining_drc_errors = 0

[timing]
setup_tns_ps = -858
timing.fmax_mhz = 883
untimed_endpoints = 8
fin_crit_sh_pct = 113
hold_violations = 0
timing.final.crit_period_ps = 1130
grt_setup_unrepaired = "true"
setup_slack_ps = -132
report.final.slew_viol_count = 0
register_pins_left_without_a_clock = 8
setup_viol = 8

[cts]
ctsHoldBuffers = 0
post-cts-setup-buffer-count = 0

[outcome]
violations = "negative setup slack"
run_status = "finished with violations"
power groups by stage:
| stage | Clock, mW | Combinational (mW) | Sequential (mW) |
|---|---|---|---|
| after global routing | 0 | 0.0706 | 0.0220 |
| final | 0 | 0.0626 | 0.0214 |
| after CTS | 0 | 0.0629 | 0.0215 |
kinds of logic after synthesis:
family           after synthesis  synth area share (%)
and+or+nand+nor                8                  34.4
other                          1                  1.98
latches                        8                  63.6
metrics by stage:
| stage | cell area [um^2] | power, mW | instances | setup WS [ps] |
|---|---|---|---|---|
| final | 397 | 0.0840 | 81 | -132 |
| after CTS | 397 | 0.0844 | 81 | -142 |
| after global routing | 397 | 0.0926 | 81 | -175 |
| after floorplan | 215 | 0.0336 | 24 | 108 |
| after detailed placement | 383 | 0.0704 | 81 | -1070 |
| after global placement | 383 | 0.0684 | 81 | -1010 |
layout by cell type, fill, tap and decap left out:
cell / n
sky130_fd_sc_hd__dlxtn_1: 8
sky130_fd_sc_hd__conb_1: 8
sky130_fd_sc_hd__buf_2: 8
sky130_fd_sc_hd__and3b_2: 3
sky130_fd_sc_hd__nor3b_2: 3
sky130_fd_sc_hd__buf_12: 3
sky130_fd_sc_hd__nor3_2: 1
sky130_fd_sc_hd__and3_4: 1
worst max-delay path, cell delays in order:
cell	delay, ps
sky130_fd_sc_hd__buf_12	110
sky130_fd_sc_hd__and3b_2	210
sky130_fd_sc_hd__dlxtn_1	320
sky130_fd_sc_hd__buf_2	80
what timing repair did:
action,CTS,global route
gates resized,53,0
setup endpoints to repair,8,8
pin swaps,5,1
cloned,0,0
routing by layer:
| metal | wire length, um | up-vias |
|---|---|---|
| met5 | 0 | - |
| met4 | 0 | 0 |
| met3 | 117 | 0 |
| met2 | 100 | 11 |
| met1 | 271 | 55 |
| li1 | - | 86 |
area by class of cell:
class                      count  area share [%]
multi-input combinational     16            30.0
sequential                     8            30.3
tap                           46            14.5
timing repair buffer          11            25.2
Power figures rest on the tool's default switching activity, not on a simulated workload.
